## config.mk

```make
export PLATFORM = sky130hd
export DESIGN_NAME = debug_rom
export DESIGN_NICKNAME = debug_rom
export VERILOG_FILES = /design/flow/design.v
export SDC_FILE = /design/flow/constraint.sdc
export NUM_CORES = 4
export LEC_CHECK = 1
export CORE_AREA = 10 10 94 94
export DIE_AREA = 0 0 104 104
```

## constraint.sdc

```tcl
current_design debug_rom

set clk_period 3.2
set clk_io_pct 0.2

create_clock -name clk0 -period $clk_period [get_ports {clk_i}]

set non_clock_inputs [all_inputs -no_clocks]
set_input_delay [expr $clk_period * $clk_io_pct] -clock clk0 $non_clock_inputs
set_output_delay [expr $clk_period * $clk_io_pct] -clock clk0 [all_outputs]
```

## design.v

```verilog
module debug_rom (
  input  logic         clk_i,
  input  logic         req_i,
  input  logic [63:0]  addr_i,
  output logic [63:0]  rdata_o
);
  localparam int unsigned RomSize = 19;
  const logic [RomSize-1:0][63:0] mem = {
    64'h00000000_7b200073,
    64'h7b302573_7b202473,
    64'h10852423_f1402473,
    64'ha85ff06f_7b302573,
    64'h7b202473_10052223,
    64'h00100073_7b302573,
    64'h10052623_00c51513,
    64'h00c55513_00000517,
    64'h7b351073_fd5ff06f,
    64'hfa041ce3_00247413,
    64'h40044403_00a40433,
    64'hf1402473_02041c63,
    64'h00147413_40044403,
    64'h00a40433_10852023,
    64'hf1402473_00c51513,
    64'h00c55513_00000517,
    64'h7b351073_7b241073,
    64'h0ff0000f_04c0006f,
    64'h07c0006f_00c0006f
  };
  logic [$clog2(RomSize)-1:0] addr_q;
  always_ff @(posedge clk_i) begin
    if (req_i) begin
      addr_q <= addr_i[$clog2(RomSize)-1+3:3];
    end
  end
  always_comb begin : p_outmux
    rdata_o = '0;
    if (addr_q < $clog2(RomSize)'(RomSize)) begin
        rdata_o = mem[addr_q];
    end
  end
endmodule
```

## run.sh

```bash
#!/bin/bash
# OpenROAD 26Q1-2900-gdf79404cd8, Yosys 0.63+post, stock flow scripts
make -C /OpenROAD-flow-scripts/flow DESIGN_CONFIG=/design/flow/config.mk WORK_HOME=/design/flow/orfs finish
```

==> results.txt <==
Status: complete, no violations
Placed insts: 361
Largest registers: addr_q: 5 flops
Cell count in the Yosys report: 222
PD cells: 275 nW/um^2
Critical path launch point type: flop
Vias per inst: 4.95
Fillers: 722
CTS tree: built
Global-route wire length before repair: 9110 um
Mapped Area: 1530 sq um
YS chip area: 1530 sq um
Fmax: 322 MHz
Std cell rows: 30
CTS root buffer: clkbuf_8
VDD IR max: 244 uV
EDFF count, synth: 5
H-tree levels: 1
Largest cells by area: edfxtp_1 9.8%, a21oi_1 8.2%, buf_4 6.9%, ha_1 6.5%, nor2b_1 5.3%
Pins Over Slew Limit: 0
Asr flop ratio synth: 0%
TritonCTS Buffers: 3
Die Ht: 104 um
Core ar.: 6830 sq um
RSZ-0062 raised after global routing: false
Register with the most flip-flops: addr_q
Post-Syn Instances: 222
Register share after synthesis: 9.79%
N_diodes: 0
Worst slew margin: 49.9%
Via count: 1807
Comb. cell area: 1140 sq um
Syn Area/Cell: 6.91 sq um
Number of iterations in the first detailed-routing pass: 4
Main flop type: edfxtp_1
Max reg flops: 5
P&R area growth vs syn: 47.3%
Share of cells above drive strength 1: 9.29%
Data required time at the worst endpoint: 2560 ps
Final setup violation count: 0
Critical path class: flop to output port
Vias in the first global route: 1683
Crit path arrival time: 2460 ps
Ys Warns: 1
Period minus WS final: 3100 ps
Hold Vio Cnt, Final: 0
Residual DRC: 0
Period utilization: 97.0%
Ports: 130
Grt total ovfl: 0
WL per Instance: 15.5 um
Total of max-cap violations: 0
Largest net degree at the start of global routing: 57
Sink count of the clock tree: 5
Reg area: 150 sq um
Die width: 104 um
Worst slew pin tran: 747 ps
Log Warnings: 91
Detailed placement HPWL: 4290 um
Synthesized registers: 5
Setup TNS: 0 ps
FP Util: 22.5%
Worst Hold Class: primary input to flop
Die ar.: 10800 sq um
Non-Filler Instances: 365
Gr usage total: 9.77%
CP max FO: 12
DR iter-0 viols: 152
Critical Path Sink Type: output port
Gpl congestion: 0.858
Antenna Nets Post-Route: 0
Top-area cell type share of the netlist area: 9.79%
Leak Pwr: 0.835 nW
Post-synth top area cell: edfxtp_1
Port buffer count: 69
Post-synthesis cell type count: 50
Antenna violations before repair: 0
Total Routed Length: 5670 um
Largest buffer count on any clock path: 2
Reg clk slew, reported paths: 30 ps
-- cell usage after synthesis (all sizes together), types with 2 or more instances --
cell    count
and3        2
a211o       2
a31o        2
a21oi      28
nor2b      13
a31oi      11
nand3       2
ha          8
buf        30
clkbuf      4
a221oi      3
o211ai      2
o21a        2
edfxtp      5
o31ai       5
mux2i       4
nand2b     11
nor3        6
nand2      15
o21ai      11
mux2        2
and2        7
inv         8
a211oi      3
nor2       18
-- cells in the final DEF, fill, tap and decap left out, types with 3 or more instances in the layout --
| cell | Yosys | final |
|---|---|---|
| a21oi_2 | 3 | 3 |
| inv_1 | 8 | 8 |
| and2_1 | 7 | 7 |
| edfxtp_1 | 5 | 5 |
| o31ai_1 | 5 | 5 |
| a31oi_1 | 11 | 11 |
| nand2b_1 | 11 | 11 |
| nor2_1 | 18 | 18 |
| nand2_1 | 15 | 15 |
| clkbuf_8 | 0 | 3 |
| mux2i_1 | 4 | 4 |
| a21oi_1 | 25 | 25 |
| clkdlybuf4s50_1 | 0 | 69 |
| buf_4 | 14 | 6 |
| nor3_1 | 5 | 5 |
| ha_1 | 8 | 7 |
| nor2b_1 | 13 | 13 |
| o21ai_0 | 11 | 11 |
-- power breakdown --
group | internal (W) | switching (W) | leakage, nW
registers | 0.0000787 | 0.00000679 | 0.0489
logic | 0.000232 | 0.000192 | 0.764
clock network | 0.0000852 | 0.0000276 | 0.0228
-- cell type report --
type	instances	area share, %
Tap cell	96	5.32
Inverter	8	1.33
Sequential cell	5	6.64
Clock buffer	4	1.99
Multi-Input combinational cell	175	50.4
Timing Repair Buffer	77	34.3
-- cell families after synthesis --
kind of cell,synth area share (%)
AND-OR/OR-AND,35.8
adder cells (fa/ha/maj),6.53
buffers and inverters,16.1
flip-flops,9.79
multiplexers,4.08
other,0.244
AND/OR/NAND/NOR,27.4
-- metrics by stage --
step	utilization [%]	cell area (sq um)	hold slack, ps	worst slack [ps]	power [W]
after floorplan	-	1530	739	684	0.000304
after global placement	32.4	2210	1200	329	0.000514
after detailed placement	32.4	2210	1200	315	0.000513
after CTS	33.0	2260	972	79.8	0.000630
after global routing	33.1	2260	973	11.8	0.000674
final	33.1	2260	977	96.6	0.000622
-- critical path, cell delays in order, from the launching register on --
cell,delay [ps]
edfxtp_1,380
buf_4,210
ha_1,300
a211oi_1,650
o21a_1,200
a2111oi_2,50
clkdlybuf4s50_1,460
-- metal layers --
metal / track usage [%] / part of all wire, % / vias to the layer above
li1: - / - / 880
met1: 14.8 / 50 / 831
met2: 14.2 / 42 / 94
met3: 2.01 / 7.4 / 2
met4: 0.994 / 0.37 / 0
met5: 0 / 0 / -
-- path summary, 6_finish.rpt --
| path | from | endpoint | slack, ps | cells past startpoint |
|---|---|---|---|---|
| max | addr_q[0] | rdata_o[55] | 100 | 6 |
| min | addr_i[4] | addr_q[1] | 980 | 1 |
-- what timing repair did --
action                                  CTS  global route
gates resized                             0             1
hold buffers                              0             0
endpoints found under the setup margin    0             4
setup buffers                             0             0
Power and IR drop assume default switching activity.
